$ cat flow/config.mk
export PLATFORM = sky130hd
export DESIGN_NAME = serial
export DESIGN_NICKNAME = serial
export VERILOG_FILES = /design/flow/design.v
export SDC_FILE = /design/flow/constraint.sdc
export NUM_CORES = 4
export LEC_CHECK = 1
export CORE_UTILIZATION = 40
$ cat flow/constraint.sdc
current_design serial

set clk_period 4.1
set clk_io_pct 0.2

create_clock -name clk0 -period $clk_period [get_ports {CLK}]

set non_clock_inputs [all_inputs -no_clocks]
set_input_delay [expr $clk_period * $clk_io_pct] -clock clk0 $non_clock_inputs
set_output_delay [expr $clk_period * $clk_io_pct] -clock clk0 [all_outputs]
$ cat flow/design.v
module serial (CLK,TXD,RXD,LED);
	input CLK;
	input RXD;
	output reg TXD;
	output LED;
	wire SCLK;
	wire SYNC;
	assign LED = RXD;
	reg [7:0] data;
	reg [7:0] cirBuf [7:0];
	reg [2:0] head;
	reg [7:0] in;
	reg [3:0] inSt;
	assign SYNC = (RXD);
	slowClock slowClock_0(
		.SYNC (SYNC),
		.CLK (CLK),
		.SCLK (SCLK));
	initial begin
		cirBuf[0] = 8'hAA;
		cirBuf[1] = 8'h22;
		cirBuf[2] = 8'h33;
		cirBuf[3] = 8'h44;
		cirBuf[4] = 8'h55;
		cirBuf[5] = 8'h66;
		cirBuf[6] = 8'h77;
		cirBuf[7] = 8'h88;
		TXD = 1'b1;
		inSt = 4'd0;
		head = 3'h0;
	end
	always @(negedge SCLK)begin
		if(inSt == 4'h0 && !RXD)begin
			inSt <= 4'd9;
			TXD <= 1'b0;
			data <= cirBuf[head];
		end if(inSt == 4'h1)begin
			inSt <= 4'h0;
			head <= head + 3'h1;
			cirBuf[head] <= in;
			TXD <= 1'b1;
		end else if(inSt != 4'h0)begin
			in[4'h9 - inSt] <= RXD;
			TXD <= data[4'h9 - inSt];
			inSt <= inSt - 4'h1;
		end
	end
endmodule 
module slowClock (SYNC,CLK,SCLK);
	input SYNC;
	input CLK;
	output reg SCLK;
	reg [31:0] cnt;
	reg pSYNC;
	always @ (posedge CLK) begin
		if(!SYNC && pSYNC)begin
			cnt <= 32'd651;
		end else begin
			cnt <= cnt + 32'd1;
			if(cnt == 32'd1302)begin
				cnt <= 32'd0;
				SCLK <= ~SCLK;
			end
		end
		pSYNC <= SYNC;
	end
endmodule
$ cat flow/run.sh
#!/bin/bash
# OpenROAD 26Q1-2900-gdf79404cd8, Yosys 0.63+post, stock flow scripts
make -C /OpenROAD-flow-scripts/flow DESIGN_CONFIG=/design/flow/config.mk WORK_HOME=/design/flow/orfs finish
==> flow_metrics.tcl <==
# yosys + openroad results
set metrics [dict create \
    chipArea_sq_um 13790 \
    cts_made_buffers 5 \
    number_of_register_pins_that_no_clock_reaches 88 \
    layout-drive-gt1-share_pct 11.78 \
    ys_seq_share_pct 61.60 \
    whs_path_depth 2 \
    finalCritPeriodShare_pct 69.62 \
    crit_buf_inv 2 \
    headroom_to_the_max_slew_limit_pct 31.46 \
    routabilityCongestion 0.8284 \
    share_seq_of_total_power_pct 46.5 \
    number_of_unconstrained_endpoints 172 \
    timing.critical_path.to_type "output port" \
    cp.required_ns 3.28 \
    syn-mean-instance-area_sq_um 12.94 \
    r2r_slack_ns 1.83 \
    tool_warnings 31 \
    cap_viol_max_count 0 \
    critical_path_peak_fanout 12 \
    grt-ovfl-total 0 \
    ys_async_sr_fraction_pct 0 \
    power.clock.fraction_pct 44.9 \
    area.sequential_sq_um 3283 \
    io_buffers 3 \
    io_pins 4 \
    route.antenna.remaining_nets 0 \
    power.switching_mw 0.1943 \
    rsz_0062_raised_after_global_routing "no" \
    num_antenna_cells 0 \
    postSynthCellCount 412 \
    timing_worst_setup_path_type "in -> out" \
    finalCoreUtilization_pct 44.78 \
    worst_skew_pair.late_latency_ns 0.27 \
    final_layout_top_logic_cells "edfxtp_1, dfxtp_1, nand2_1" \
    route.detailed.vias_per_inst 5.509 \
    drt_first_pass_iters 5 \
    cts.clk_slew.worst_paths_ns 0.05 \
    die_width_um 117.4 \
    max_h_tree_level 2 \
    slew_violations 0 \
    floorplanUtilization_pct 41.56 \
    timing.clock.skew_ns 0.003602 \
    grt_antenna_before_repair 0 \
    setup_violations 0 \
    detail_route.wirelength_um 9676 \
    startpoint_type_of_the_worst_setup_path "input pin" \
    postCtsSetupRepairBufs 0 \
    cp_cell_sequence "clkdlybuf4s50_1 > clkdlybuf4s50_1" \
    total_routing_resource_utilization_after_global_routing_pct 15.38 \
    ys_types 44 \
    areaGrowthSynthToFinish_pct 7.747 \
    worst_path_max_delay_cell "clkdlybuf4s50_1" \
    maximum_number_of_pins_on_one_net_before_global_route_repair 89 \
    floorplan.core_area_sq_um 12820 \
    fin_setup_tns_ns 0 \
    min_delay_worst_endpoint "slowClock_0.cnt[31]" \
    syn-cell-area_sq_um 5330 \
    critical_hold_path_startpoint "slowClock_0.cnt[31]" \
    cts_buffer_depth 2 \
    clock_tree.root_cell "clkbuf_16" \
    count_of_hold_buffers_inserted_by_post_cts_repair 0 \
    hold_viol_final 0 \
    crit_path_max_incr_delay_ns 0.68 \
    die-height_um 117.4 \
    power_switching_share_pct 23.56 \
    yosys_reported_design_area_after_synthesis_sq_um 5330 \
    internal_power_mw 0.6304 \
    worst_ir_drop_vdd_v 0.0001233 \
    dp.final_hpwl_um 6795 \
    critical-path-top-delay-family "buffers and inverters" \
    timing.reg2reg.worst_path_depth 4 \
    rr_endpoint "slowClock_0.cnt[29]" \
    outcome "complete, no violations" \
    combinationalPowerShare_pct 8.6 \
    pwr_density_nw_per_um2 143.6 \
    logic_area_sq_um 1932 \
    critical_path.reg2reg.startpoint "slowClock_0.cnt[7]" \
    cts_resized 0 \
    synth_top_flop_cell "edfxtp_1" \
    clock_tree_from_tritoncts "done" \
    ys.warnings.count 2 \
    first_pass_grt_wire_length_um 15860 \
    vias_in_the_first_global_route 3039 \
    p_leak_nw 1.828 \
    rows 41 \
    layout_top_cell_excl_fill_tap "edfxtp_1" \
    post-route-min-period_ns 2.855 \
    enable_flop_cells 84 \
    routedWlPerCell_um 16.46 \
    layout.filler_cells 1151 \
    max_slew.worst_pin.slew_ns 1.020 \
    vias 3239 \
    yosys_register_bits 122 \
    arrival_ns 2.03 \
    cells_in_synth_stat_txt 412 \
    timing.fmax_mhz 350.3 \
    hold_path_class "reg -> reg" \
    most_common_cell_type_on_the_critical_path "clkdlybuf4s50_1" \
    route.detailed.drc 0 \
    first_iteration_detailed_routing_drc_count 210 \
]
-- kinds of logic after synthesis --
| family | count (synthesis) | synth area share [%] |
|---|---|---|
| AOI/OAI and AO/OA | 56 | 6.385 |
| xor gates and xnor gates | 17 | 2.793 |
| adders and majority gates | 10 | 2.347 |
| buffers and inverters | 30 | 2.277 |
| DFF | 122 | 61.60 |
| muxes | 29 | 9.343 |
| and+or+nand+nor | 148 | 15.26 |
-- state kept, by name, indices dropped and copies added (netlist names) --
signal	flops
slowClock_0.SCLK	1
data	8
in	8
inSt	4
slowClock_0.cnt	32
cirBuf	64
head	3
slowClock_0.pSYNC	1
TXD	1
-- Yosys cell counts (all sizes together), types with 8 or more instances --
library cell,n,share of area (%)
xnor2,11,1.8
dfxtp,38,14
nand3,20,2.0
o31ai,11,1.5
o21ai,17,1.6
nor4,8,1.1
inv,9,0.63
nor2,21,1.5
clkbuf,12,0.85
a21oi,17,1.6
nand4,12,1.5
buf,8,0.73
or4,14,2.0
mux4,16,6.8
nand2,34,2.4
edfxtp,84,47
ha,10,2.3
-- worst max path at each step --
stage     start  cells after the start   to  slack, ns
4_1_cts     RXD                      2  LED       1.24
5_1_grt     RXD                      2  LED       1.19
6_report    RXD                      2  LED       1.25
-- metrics by stage --
stage                     instance area [sq um]  setup WS, ns  total power, mW  hold WS (ns)  instances
after global routing                       5743         1.193           0.8600        0.5243        588
after CTS                                  5743         1.237           0.8345        0.4947        588
final                                      5743         1.245           0.8247        0.4947        588
after floorplan                            5330         2.232           0.4415        0.4480        412
after detailed placement                   5595         1.243           0.4613        0.4874        580
after global placement                     5595         1.226           0.4611        0.4791        580
-- power groups by stage --
stage / combinational (mW) / clock, mW / sequential, mW
6_report: 0.0710 / 0.370 / 0.384
4_1_cts: 0.0714 / 0.379 / 0.384
5_1_grt: 0.0793 / 0.392 / 0.389
-- layout make-up --
type	instances	share of cell area (%)
flip-flops and latches	122	57.17
repair buffers	16	2.222
well taps	172	3.747
inverters	10	0.6536
multi-input cells	260	33.64
clock buffers	7	2.484
clock inverters	1	0.08715
-- metal layers --
metal  global-route usage (%)  vias up  part of all wire, %
met4                    1.218        0                 0.59
met1                    26.24     1558                   46
met2                    20.16       98                   43
met3                    6.796        6                  9.6
met5                        0        -                    0
li1                         -     1577                    -
No activity file was given, so power comes from the tool's default toggle rates.
